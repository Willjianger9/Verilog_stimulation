File: flow/design.v
`timescale 1ns / 1ps
module FPCVT(
    input  [11:0] D,
    output        S,
    output [2:0]  E,
    output [3:0]  F
);
    wire [11:0] magnitude;
    wire [2:0]  exp_raw;
    wire [4:0]  sig_with_round_bit;   
    wire [4:0]  sig_rounded;
    wire [2:0]  exp_final;
    wire [3:0]  sig_final;
    assign S = D[11];
    assign magnitude = D[11] ? (~D + 1) : D;
    assign exp_raw = 
        (magnitude[11]) ? 3'b111 :   
        (magnitude[10]) ? 3'b111 :   
        (magnitude[9])  ? 3'b110 :   
        (magnitude[8])  ? 3'b101 :   
        (magnitude[7])  ? 3'b100 :   
        (magnitude[6])  ? 3'b011 :   
        (magnitude[5])  ? 3'b010 :   
        (magnitude[4])  ? 3'b001 :   
        3'b000;                       
    assign sig_with_round_bit = 
        (exp_raw == 3'b111) ? magnitude[10:6] :      
        (exp_raw == 3'b110) ? magnitude[9:5] :       
        (exp_raw == 3'b101) ? magnitude[8:4] :       
        (exp_raw == 3'b100) ? magnitude[7:3] :       
        (exp_raw == 3'b011) ? magnitude[6:2] :       
        (exp_raw == 3'b010) ? magnitude[5:1] :       
        (exp_raw == 3'b001) ? magnitude[4:0] :       
        {1'b0, magnitude[3:0]};   
    wire round_bit = sig_with_round_bit[0];
    wire [4:0] sig_before_round = sig_with_round_bit[4:1];
    wire [4:0] sig_rounded_temp = sig_before_round + round_bit;
    wire overflow = (sig_rounded_temp == 5'b10000);
    assign sig_final = overflow ? 4'b1000 : sig_rounded_temp[3:0];
    assign exp_final = overflow ? (exp_raw + 1) : exp_raw;
    assign E = exp_final;
    assign F = sig_final;
endmodule
File: flow/run.sh
#!/bin/bash
# OpenROAD 26Q1-2900-gdf79404cd8, Yosys 0.63+post, stock flow scripts
make -C /OpenROAD-flow-scripts/flow DESIGN_CONFIG=/design/flow/config.mk WORK_HOME=/design/flow/orfs finish
File: flow/config.mk
export PLATFORM = sky130hd
export DESIGN_NAME = FPCVT
export DESIGN_NICKNAME = FPCVT
export VERILOG_FILES = /design/flow/design.v
export SDC_FILE = /design/flow/constraint.sdc
export NUM_CORES = 4
export LEC_CHECK = 1
export CORE_AREA = 10 10 87 87
export DIE_AREA = 0 0 97 97
File: flow/constraint.sdc
current_design FPCVT

set clk_period 7.4
set clk_io_pct 0.2

create_clock -name clk0 -period $clk_period

set non_clock_inputs [all_inputs -no_clocks]
set_input_delay [expr $clk_period * $clk_io_pct] -clock clk0 $non_clock_inputs
set_output_delay [expr $clk_period * $clk_io_pct] -clock clk0 [all_outputs]
==> summary.txt <==
Latest figures from synthesis and place and route.

The final design utilization is 35.2%. sky130_fd_sc_hd__ha_1 takes more of the synthesized area than any other cell. The count of final setup violators is 0. Once layout is done, the placed cells without fillers occupy 1990 um^2. The final timing report derives a shortest allowable period of 7.07 ns. The core region is 5640 um^2.

The worst setup path is launched from a primary input. The worst slack at placement is -0.797 ns. The worst setup path is captured at an output port. The yosys warning tally is 0. The sum of internal, switching and leakage power is 0.194 mW. The setup slack of the critical path after layout is 0.330 ns.

The floorplan report gives the top-level pin count as 20. Per the final report, max-transition violations number 0. Max-cap violations in this run came to 0. The synthesized netlist devotes 9.68% of its cell area to XOR and XNOR gates.

Entering global routing, the biggest net connects 12 pins. The total inserted antenna cells is 0. Across all checked pins, the minimum headroom to the slew limit is 75.1%. The total global routing track utilization is 6.82%. Summing the areas of all fa, ha and maj instances in the mapped netlist gives 10.4% of the synthesized area. The placed instances occupy a cell area of 1790 um^2. STA lists the maximum fanout along the critical path as 6.

Port buffering added 20 buffers. The detailed placer's ending HPWL is 2870 um. The die outline height is 97 um. The detailed-route wire length is 3380 um. The transition time recorded at the tightest slew-check pin is 0.364 ns.

After floorplanning, the die was sized to cover 9410 um^2. The required time at the endpoint of the critical path is 5.92 ns. The average footprint of a synthesized cell is 7.34 um^2.

Per the final timing report, the hold violations number 0. The total number of sequential cells is 0. The critical path launch point is D[1]. The largest vdd supply drop is 0.0000968 V.

Setup repair after global routing left no endpoint under its margin. Counting the clock-network buffers in the layout gives 0. The final global-route overflow total is 0. The part of the Yosys area used for sequential elements is 0%.

The classification of the worst-slack hold path is primary input to output port. Per the post-route antenna check, the number of violating nets is 0. The fraction of layout cells with a size suffix above 1 is 48.9%.

Sorting the synthesized cells by area gives the leading types as sky130_fd_sc_hd__ha_1, sky130_fd_sc_hd__xnor2_1, sky130_fd_sc_hd__nor2b_1. The number of placed instances, taps included, is 292. The detail-routed net length per standard cell is 11.3 um. The register area is 0 um^2. The portion of synthesized cell area occupied by the leading cell type is 10.4%. The number of global-route vias before repair is 1323. In this run, the number of DRC markers left after iteration 0 of detailed routing was 40. The startpoint of the lowest-slack hold path is D[11]. The total number of placement rows is 27. The number of cells reported by Yosys stat comes to 148. The number of antenna violations at the first check in global routing is 0. The maximum clock frequency is 141 MHz. Across all stage logs, warnings added up to 36. Across all hold checks on the routed design, the worst slack comes to 3.81 ns. The run finished with clean final reports. Grouping non-sequential cells by family puts the most area in AND-OR/OR-AND gates. The floorplan core density is 19.3%. In this run, distinct cell masters in the synthesized netlist total 54. The share of the cycle needed by the critical path after routing is 95.5%. The final layout reports a setup TNS of 0 ns. The number of hold buffers added after CTS was 0. The die extent in x is 97 um.

After detailed routing, the number of vias per cell comes to 4.62. The last weighted congestion value of the routability-driven placer is 0.934. According to the timing report, the arrival time at the worst endpoint equals 5.59 ns. The synthesized netlist devotes 32.5% of its cell area to compound gates.

The final cell count without fillers is 299. The cell-mix breakdown from Yosys lists the simple-gate area share as 31.5%. From synthesis to final layout, the design area changed by 82.9%. The total leakage power is 0.854 nW. Summing over every cut layer, the via total after detailed routing is 1382. The wire length of the first global-routing pass is 5850 um. The total standard cell area after synthesis is 1090 um^2. After synthesis, the chip area reported by Yosys is 1090 um^2.

The residual DRC count is 0. Multiplexer cells account for 7.72% of the synthesized area. Total power normalized to cell area comes to 97.7 nW/um^2. In the setup report, the worst path falls into the class primary input to output port.

The gate count after technology mapping is 148. The first-pass detailed-route iteration total is 4.
==> cell usage in the layout (no fill, tap or decap), types with 3 or more instances in the layout <==
| cell | netlist | final |
|---|---|---|
| sky130_fd_sc_hd__xnor2_1 | 8 | 7 |
| sky130_fd_sc_hd__nor2_1 | 10 | 9 |
| sky130_fd_sc_hd__xor2_1 | 4 | 4 |
| sky130_fd_sc_hd__nand3_1 | 3 | 3 |
| sky130_fd_sc_hd__ha_2 | 0 | 3 |
| sky130_fd_sc_hd__nor2b_1 | 9 | 7 |
| sky130_fd_sc_hd__a211oi_1 | 6 | 5 |
| sky130_fd_sc_hd__buf_4 | 2 | 68 |
| sky130_fd_sc_hd__o21ai_0 | 7 | 5 |
| sky130_fd_sc_hd__inv_1 | 8 | 4 |
| sky130_fd_sc_hd__clkdlybuf4s50_1 | 0 | 11 |
| sky130_fd_sc_hd__inv_2 | 0 | 4 |
| sky130_fd_sc_hd__ha_4 | 0 | 4 |
| sky130_fd_sc_hd__dlymetal6s2s_1 | 0 | 3 |
| sky130_fd_sc_hd__mux2i_1 | 5 | 5 |
| sky130_fd_sc_hd__and2_1 | 4 | 3 |
| sky130_fd_sc_hd__a31oi_1 | 5 | 5 |
| sky130_fd_sc_hd__nand2_1 | 7 | 6 |
==> cells in the mapped netlist, drive strengths merged, types with 2 or more instances <==
cell type,number
clkbuf,6
o31ai,3
a221oi,2
a21o,2
mux2i,5
mux2,3
a21oi,4
and2,5
nand3,3
nor2b,9
nor3b,2
a31oi,6
xor2,4
a211oi,6
o21ai,7
nand2,7
o211ai,2
nor2,10
buf,4
ha,9
or3,3
inv,9
o22ai,2
xnor2,8
and3,2
o221ai,2
a22oi,2
nor3,3
nand4,2
==> per-layer routing <==
layer / share of wire, % / track usage (%)
met4: 0.41 / 0.451
met5: 0 / 0
met3: 3.0 / 0.573
met2: 46 / 11.5
met1: 50 / 9.56
==> repair_timing <==
item	in CTS	in global routing
endpoints found under the setup margin	4	4
resized	37	19
buffers inserted	7	0
cloned	0	0
pin swaps	20	11
==> final timing paths <==
kind | to | cells past startpoint
setup / recovery | E[2] | 22
hold / removal | S | 3
==> kinds of logic (layout without fill, tap and decap cells) <==
kind of cell | count (synthesis) | count (layout)
compound gates | 47 | 47
xor+xnor | 12 | 12
fa+ha+maj | 9 | 9
buf+inv | 19 | 98
mux | 8 | 8
simple gates | 53 | 53
==> power breakdown <==
| group | internal [mW] | switching, mW |
|---|---|---|
| registers | 0 | 0 |
| clock network | 0 | 0 |
| logic | 0.116 | 0.0781 |
| total | 0.116 | 0.0781 |
==> final cells by class <==
cell class | instances | area (um^2)
fillers | 579 | 3650
multi-input cells | 129 | 1150
well taps | 72 | 90.1
repair buffers | 89 | 707
inverters | 9 | 36.3
==> critical path, stage by stage <==
cell and delay, ns:
sky130_fd_sc_hd__dlygate4sd2_1 0.26, sky130_fd_sc_hd__inv_2 0.07, sky130_fd_sc_hd__ha_4 0.14, sky130_fd_sc_hd__or3b_4 0.40, sky130_fd_sc_hd__a211oi_4 0.22, sky130_fd_sc_hd__o21ai_1 0.10, sky130_fd_sc_hd__a21boi_1 0.19, sky130_fd_sc_hd__o221ai_2 0.15
sky130_fd_sc_hd__ha_2 0.23, sky130_fd_sc_hd__ha_4 0.18, sky130_fd_sc_hd__inv_1 0.09, sky130_fd_sc_hd__mux2_2 0.34, sky130_fd_sc_hd__mux2i_1 0.18, sky130_fd_sc_hd__o311ai_2 0.11, sky130_fd_sc_hd__a31oi_2 0.22, sky130_fd_sc_hd__ha_4 0.25
sky130_fd_sc_hd__nor3b_4 0.19, sky130_fd_sc_hd__nand2_2 0.09, sky130_fd_sc_hd__nor4b_4 0.24, sky130_fd_sc_hd__buf_4 0.17, sky130_fd_sc_hd__mux2i_1 0.17, sky130_fd_sc_hd__buf_2 0.12
Power is estimated from default activity; no workload was simulated.
