**run.sh**
```bash
#!/bin/bash
# OpenROAD 26Q1-2900-gdf79404cd8, Yosys 0.63+post, stock flow scripts
make -C /OpenROAD-flow-scripts/flow DESIGN_CONFIG=/design/flow/config.mk WORK_HOME=/design/flow/orfs finish
```
**config.mk**
```make
export PLATFORM = sky130hd
export DESIGN_NAME = stopwatch
export DESIGN_NICKNAME = stopwatch
export VERILOG_FILES = /design/flow/design.v
export SDC_FILE = /design/flow/constraint.sdc
export NUM_CORES = 4
export LEC_CHECK = 1
export CORE_UTILIZATION = 50
```
**constraint.sdc**
```tcl
current_design stopwatch

set clk_period 6.9
set clk_io_pct 0.2

create_clock -name clk0 -period $clk_period [get_ports {clk}]

set non_clock_inputs [all_inputs -no_clocks]
set_input_delay [expr $clk_period * $clk_io_pct] -clock clk0 $non_clock_inputs
set_output_delay [expr $clk_period * $clk_io_pct] -clock clk0 [all_outputs]
```
**design.v**
```verilog
`timescale 1ns / 1ps
module clock_divider(
    input  wire clk_100mhz,   
    input  wire rst,           
    output reg  en_1hz,        
    output reg  en_2hz,        
    output reg  clk_500hz,     
    output reg  clk_blink      
);
        localparam CNT_1HZ_MAX   = 100_000_000 - 1;
        localparam CNT_2HZ_MAX   = 50_000_000 - 1;
        localparam CNT_500HZ     = 100_000 - 1;
        localparam CNT_BLINK     = 12_500_000 - 1;
    reg [26:0] counter_1hz;
    reg [25:0] counter_2hz;
    reg [16:0] counter_500hz;
    reg [23:0] counter_blink;
    initial begin
        counter_1hz   = 0;
        counter_2hz   = 0;
        counter_500hz = 0;
        counter_blink = 0;
        en_1hz    = 0;
        en_2hz    = 0;
        clk_500hz = 0;
        clk_blink = 0;
    end
    always @(posedge clk_100mhz or posedge rst) begin
        if (rst) begin
            counter_1hz <= 0;
            en_1hz <= 0;
        end else if (counter_1hz == CNT_1HZ_MAX) begin
            counter_1hz <= 0;
            en_1hz <= 1;
        end else begin
            counter_1hz <= counter_1hz + 1;
            en_1hz <= 0;
        end
    end
    always @(posedge clk_100mhz or posedge rst) begin
        if (rst) begin
            counter_2hz <= 0;
            en_2hz <= 0;
        end else if (counter_2hz == CNT_2HZ_MAX) begin
            counter_2hz <= 0;
            en_2hz <= 1;
        end else begin
            counter_2hz <= counter_2hz + 1;
            en_2hz <= 0;
        end
    end
    always @(posedge clk_100mhz or posedge rst) begin
        if (rst) begin
            counter_500hz <= 0;
            clk_500hz <= 0;
        end else if (counter_500hz == CNT_500HZ) begin
            counter_500hz <= 0;
            clk_500hz <= ~clk_500hz;
        end else begin
            counter_500hz <= counter_500hz + 1;
        end
    end
    always @(posedge clk_100mhz or posedge rst) begin
        if (rst) begin
            counter_blink <= 0;
            clk_blink <= 0;
        end else if (counter_blink == CNT_BLINK) begin
            counter_blink <= 0;
            clk_blink <= ~clk_blink;
        end else begin
            counter_blink <= counter_blink + 1;
        end
    end
endmodule
`timescale 1ns / 1ps
module debouncer(
    input  wire clk,       
    input  wire rst,       
    input  wire noisy_in,  
    output reg  clean_out  
);
    reg sync_0, sync_1;
    initial begin
        sync_0 = 0;
        sync_1 = 0;
    end
    always @(posedge clk or posedge rst) begin
        if (rst) begin
            sync_0 <= 0;
            sync_1 <= 0;
        end else begin
            sync_0 <= noisy_in;
            sync_1 <= sync_0;
        end
    end
    reg [3:0] count;
    reg       state;
    initial begin
        count     = 0;
        state     = 0;
        clean_out = 0;
    end
    always @(posedge clk or posedge rst) begin
        if (rst) begin
            count     <= 0;
            state     <= 0;
            clean_out <= 0;
        end else begin
            if (sync_1 == state) begin
                count <= 0;
            end else begin
                count <= count + 1;
                if (count == 4'hF) begin
                    state     <= sync_1;
                    clean_out <= sync_1;
                end
            end
        end
    end
endmodule
`timescale 1ns / 1ps
module seven_seg_controller(
    input  wire       clk_mux,     
    input  wire       rst,
    input  wire [3:0] digit3,      
    input  wire [3:0] digit2,      
    input  wire [3:0] digit1,      
    input  wire [3:0] digit0,      
    input  wire       blank_min,   
    input  wire       blank_sec,   
    output reg  [6:0] seg,         
    output reg  [3:0] an           
);
    reg [1:0] sel;   
    reg [3:0] current_digit;
    reg       blank_current;
    initial sel = 0;
    always @(posedge clk_mux or posedge rst) begin
        if (rst)
            sel <= 0;
        else
            sel <= sel + 1;
    end
    always @(*) begin
        case (sel)
            2'b00: begin
                current_digit = digit0;
                an = 4'b1110;
                blank_current = blank_sec;
            end
            2'b01: begin
                current_digit = digit1;
                an = 4'b1101;
                blank_current = blank_sec;
            end
            2'b10: begin
                current_digit = digit2;
                an = 4'b1011;
                blank_current = blank_min;
            end
            2'b11: begin
                current_digit = digit3;
                an = 4'b0111;
                blank_current = blank_min;
            end
        endcase
    end
    always @(*) begin
        if (blank_current) begin
            seg = 7'b1111111;  
        end else begin
            case (current_digit)
                4'd0: seg = 7'b1000000;
                4'd1: seg = 7'b1111001;
                4'd2: seg = 7'b0100100;
                4'd3: seg = 7'b0110000;
                4'd4: seg = 7'b0011001;
                4'd5: seg = 7'b0010010;
                4'd6: seg = 7'b0000010;
                4'd7: seg = 7'b1111000;
                4'd8: seg = 7'b0000000;
                4'd9: seg = 7'b0010000;
                default: seg = 7'b1111111;
            endcase
        end
    end
endmodule
`timescale 1ns / 1ps
module stopwatch(
    input  wire       clk,     
    input  wire       btnR,    
    input  wire       btnL,    
    input  wire       sw_adj,  
    input  wire       sw_sel,  
    output wire [6:0] seg,     
    output wire [3:0] an       
);
    wire en_1hz, en_2hz, clk_500hz, clk_blink;
    wire rst_db, pause_db, adj_db, sel_db;
    clock_divider u_clk_div (
        .clk_100mhz (clk),
        .rst         (1'b0),         
        .en_1hz      (en_1hz),       
        .en_2hz      (en_2hz),       
        .clk_500hz   (clk_500hz),    
        .clk_blink   (clk_blink)     
    );
    debouncer u_db_rst (
        .clk       (clk_500hz),
        .rst       (1'b0),
        .noisy_in  (btnR),
        .clean_out (rst_db)
    );
    debouncer u_db_pause (
        .clk       (clk_500hz),
        .rst       (1'b0),
        .noisy_in  (btnL),
        .clean_out (pause_db)
    );
    debouncer u_db_adj (
        .clk       (clk_500hz),
        .rst       (1'b0),
        .noisy_in  (sw_adj),
        .clean_out (adj_db)
    );
    debouncer u_db_sel (
        .clk       (clk_500hz),
        .rst       (1'b0),
        .noisy_in  (sw_sel),
        .clean_out (sel_db)
    );
    reg paused;
    reg pause_prev;
    initial begin
        paused     = 0;
        pause_prev = 0;
    end
    always @(posedge clk) begin
        if (rst_db) begin
            paused     <= 0;
            pause_prev <= 0;
        end else begin
            pause_prev <= pause_db;
            if (pause_db && !pause_prev)
                paused <= ~paused;
        end
    end
    reg [5:0] sec_count;   
    reg [5:0] min_count;   
    initial begin
        sec_count = 0;
        min_count = 0;
    end
    always @(posedge clk) begin
        if (rst_db) begin
            sec_count <= 0;
            min_count <= 0;
        end else if (adj_db) begin
            if (en_2hz) begin
                if (sel_db) begin
                    if (sec_count == 59)
                        sec_count <= 0;
                    else
                        sec_count <= sec_count + 1;
                end else begin
                    if (min_count == 59)
                        min_count <= 0;
                    else
                        min_count <= min_count + 1;
                end
            end
        end else if (!paused) begin
            if (en_1hz) begin
                if (sec_count == 59) begin
                    sec_count <= 0;
                    if (min_count == 59)
                        min_count <= 0;
                    else
                        min_count <= min_count + 1;
                end else begin
                    sec_count <= sec_count + 1;
                end
            end
        end
    end
    wire [3:0] sec_ones = sec_count % 10;
    wire [3:0] sec_tens = sec_count / 10;
    wire [3:0] min_ones = min_count % 10;
    wire [3:0] min_tens = min_count / 10;
    wire blank_min = adj_db && !sel_db && clk_blink;
    wire blank_sec = adj_db &&  sel_db && clk_blink;
    seven_seg_controller u_display (
        .clk_mux   (clk_500hz),
        .rst       (rst_db),
        .digit3    (min_tens),
        .digit2    (min_ones),
        .digit1    (sec_tens),
        .digit0    (sec_ones),
        .blank_min (blank_min),
        .blank_sec (blank_sec),
        .seg       (seg),
        .an        (an)
    );
endmodule
```
==> run summary <==
total number of placement rows -> 42
clock tree from TritonCTS -> done
number of maximum-capacitance constraint violations -> 0
share of async-settable or async-resettable flops after synthesis -> 1.41%
dpl ws -> 1.06 ns
time the final worst path needs with I/O delays and setup -> 6.25 ns
met3 layer wire length in the routed design -> 289 µm
Hold Violations, Final -> 0
critical path required time -> 5.52 ns
area reported by Yosys stat -> 6780 µm²
post-CTS sizing -> 0
buffers added on ports -> 15
maximum cell stage delay along the critical path -> 0.48 ns
Final ANT Viol Nets -> 0
Synthesized registers -> 142
top fanout value on the critical path -> 9
run status -> finished, final reports clean
DP Wirelength -> 8.39 mm
via count -> 4,910
unrepaired setup endpoints after global routing -> false
hold buffer count at cts -> 0
endpoints left unconstrained -> 39
Layout Cells excl Fill -> 946
diode count -> 0
Post-synth EDFFs -> 6
number of global-route vias before repair -> 4,693
Crit path buffers/inverters -> 4
routed length on met1 -> 5.92 mm
placed insts -> 930
postcts setup bufs -> 0
cell count after synthesis -> 746
cell repeated most along the worst path -> sky130_fd_sc_hd__ha_1
Worst setup EP type -> output pin
most common cell after layout, fill and taps aside -> sky130_fd_sc_hd__dfxtp_1
cell count listed in synth_stat.txt -> 746
number of H-tree branching levels -> 3
Setup Viol. Count Final -> 0
most common logic cells in the final layout -> sky130_fd_sc_hd__dfxtp_1 (134), sky130_fd_sc_hd__nor2_1 (108), sky130_fd_sc_hd__nand3_1 (60)
number of buffers between clock root and the deepest sink -> 2
cell leakage power -> 2.97 nW
FMAX -> 160 MHz
tally of unique sky130hd cells used after synthesis -> 67
worst path cell trace -> mux2i_4 > inv_4 > ha_1 > nand2b_1 > ha_1 > and3b_1 > a221oi_2 > a211oi_1 > a21oi_1 > or2_2 > and2_4 > o311ai_2 > inv_1 > ha_1 > inv_1 > o21ai_0 > clkdlybuf4s50_1
count of unresolved DRC violations after routing -> 0
TritonCTS buffer count -> 9
clock transition time at the flip-flop clock pins of the worst setup and hold paths -> 0.08 ns
placeable core area -> 13,200 µm²
total global-route track usage -> 17.8%
data arrival time of the critical path -> 4.87 ns
Core Density at Floorplan -> 51.2%
Insertion Delay late pin -> 0.35 ns
Post-Synthesis Cell Area -> 6780 µm²
die span in x -> 118 µm
placer congestion estimate -> 0.846
Final Worst Setup Slack -> 0.649 ns
routed len/inst -> 11.9 µm
chip footprint -> 14,000 µm²
uppermost layer routed -> met4
worst max-slew margin expressed relative to the limit -> 44.4%
OpenROAD warnings -> 36
maximum vdd drop -> 0.152 mV
layout-stage area growth over the synthesis result -> 10.0%
Die Y-Extent -> 118 µm
setup tns final -> 0 ns
clock tree skew after final layout -> 0.0146 ns
Slew Viols, Final -> 0
PD cells -> 160 nW/µm²
routed length on met2 -> 4.97 mm
Yosys warnings -> 4
initial antenna violation count -> 0
total global routing overflow -> 0
transition time at the pin with the least slew margin -> 0.823 ns
cell with the largest stage delay on the worst path -> sky130_fd_sc_hd__clkdlybuf4s50_1
global-route wire length before repair -> 20.5 mm
proportion of layout cells with a drive suffix above 1 -> 6.49%
Worst Setup Path Type -> flip-flop to output pin
number of violations reported at the end of detailed-routing iteration 0 -> 217
Mean Syn Cell Area -> 9.09 µm²
cycle use final -> 90.6%
predominant post-synthesis flop cell -> sky130_fd_sc_hd__dfxtp_1
Boundary Pins -> 16
share of synthesized area occupied by flip-flops and latches -> 43.0%
count of unclocked register or latch pins -> 30
kind of cell adding the most delay to the critical path -> AND-OR/OR-AND gates
drt pass-1 iters -> 4
CTS Root Buffer Type -> sky130_fd_sc_hd__clkbuf_16
via/cell ratio -> 5.19
nature of the critical path startpoint -> flip-flop
largest net degree at the start of global routing -> 32
total length of routed wires -> 11.3 mm
Hold Crit Class -> flip-flop to flip-flop
total of fill cells in the finished design -> 1,153
==> synthesized netlist by cell type (7+ instances only) <==
cell | count | share of area (%)
sky130_fd_sc_hd__nand3_1 | 60 | 4.4
sky130_fd_sc_hd__inv_1 | 31 | 1.7
sky130_fd_sc_hd__nor2_1 | 108 | 6.0
sky130_fd_sc_hd__o21ai_0 | 26 | 1.9
sky130_fd_sc_hd__nor3_1 | 15 | 1.1
sky130_fd_sc_hd__and2_1 | 8 | 0.74
sky130_fd_sc_hd__xor2_1 | 56 | 7.2
sky130_fd_sc_hd__nand4_1 | 16 | 1.5
sky130_fd_sc_hd__a21oi_1 | 13 | 0.96
sky130_fd_sc_hd__dfxtp_1 | 134 | 40
sky130_fd_sc_hd__or3_1 | 8 | 0.74
sky130_fd_sc_hd__ha_1 | 29 | 5.4
sky130_fd_sc_hd__nor4_1 | 7 | 0.65
sky130_fd_sc_hd__xnor2_1 | 49 | 6.3
sky130_fd_sc_hd__nor2b_1 | 14 | 1.3
sky130_fd_sc_hd__nand2_1 | 49 | 2.7
sky130_fd_sc_hd__and3_1 | 20 | 1.8
==> layout make-up <==
cell class | instances | area [µm²] | area share (%)
Clock inverter | 7 | 96.3 | 1.29
Sequential cell | 142 | 2910 | 39.1
Tap cell | 176 | 220 | 2.95
Multi-Input combinational cell | 559 | 3690 | 49.5
Inverter | 35 | 136 | 1.83
Timing Repair Buffer | 18 | 173 | 2.32
Clock buffer | 9 | 225 | 3.02
==> flip-flops by register name (all words and copies together), names as in the netlist, 2 cells and up <==
register,count
u_db_pause.count,4
u_clk_div.counter_blink,24
u_clk_div.counter_2hz,26
u_db_sel.count,4
u_db_adj.count,4
u_db_rst.count,4
sec_count,6
u_clk_div.counter_500hz,17
u_clk_div.counter_1hz,27
u_display.sel,2
min_count,6
==> worst paths after layout <==
check                                   startpoint                               endpoint  slack (ns)  cells after the start
max                      min_count[3]$_SDFFE_PP0P_                                 seg[3]        0.65                     17
min          u_clk_div.counter_500hz[0]$_SDFF_PN0_  u_clk_div.counter_500hz[0]$_SDFF_PN0_        0.45                      1
max reg2reg              sec_count[1]$_SDFFE_PP0P_              min_count[0]$_SDFFE_PP0P_        4.49                      7
min reg2reg  u_clk_div.counter_500hz[0]$_SDFF_PN0_  u_clk_div.counter_500hz[0]$_SDFF_PN0_        0.45                      1
==> cell families (layout without fill, tap and decap cells) <==
family / Yosys count / in the layout / share of synthesized area (%)
buffers and inverters: 45 / 69 / 2.73
xor gates and xnor gates: 105 / 105 / 13.6
AOI/OAI and AO/OA: 79 / 79 / 8.51
adders and majority gates: 29 / 29 / 5.35
and+or+nand+nor: 330 / 330 / 23.7
muxes: 16 / 16 / 3.17
DFF: 142 / 142 / 43.0
==> through the flow <==
| stage | area [µm²] | utilization, % | total power, mW | hold slack, ns |
|---|---|---|---|---|
| after floorplan | 6780 | - | 0.663 | 0.418 |
| after global placement | 7140 | 53.9 | 0.665 | 0.428 |
| after detailed placement | 7140 | 53.9 | 0.665 | 0.439 |
| after CTS | 7460 | 56.3 | 1.21 | 0.458 |
| after global routing | 7460 | 56.3 | 1.24 | 0.489 |
| final | 7460 | 56.3 | 1.19 | 0.452 |
==> report_power, final <==
| part | total [mW] | internal (mW) | switching (mW) |
|---|---|---|---|
| Combinational | 0.00220 | 0.00194 | 0.000253 |
| Clock | 0.545 | 0.294 | 0.251 |
| Sequential | 0.647 | 0.647 | 0 |
==> layer usage <==
metal	GRT usage (%)	vias up
met5	0	-
met4	1.74	0
met3	2.31	10
met2	28.6	57
met1	27.8	2232
li1	-	2611
Power figures rest on the tool's default switching activity, not on a simulated workload.
